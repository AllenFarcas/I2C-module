--- flow/run.sh ---
#!/bin/bash
# OpenROAD 26Q1-2900-gdf79404cd8, Yosys 0.63+post, stock flow scripts
make -C /OpenROAD-flow-scripts/flow DESIGN_CONFIG=/design/flow/config.mk WORK_HOME=/design/flow/orfs finish
--- flow/config.mk ---
export PLATFORM = sky130hd
export DESIGN_NAME = fsm_slave
export DESIGN_NICKNAME = fsm_slave
export VERILOG_FILES = /design/flow/design.v
export SDC_FILE = /design/flow/constraint.sdc
export NUM_CORES = 4
export LEC_CHECK = 1
export CORE_AREA = 10 10 70 70
export DIE_AREA = 0 0 80 80
--- flow/constraint.sdc ---
current_design fsm_slave

set clk_period 1.0
set clk_io_pct 0.2

create_clock -name clk0 -period $clk_period [get_ports {clk}]
create_clock -name clk1 -period $clk_period [get_ports {scl_in}]

set non_clock_inputs [all_inputs -no_clocks]
set_input_delay [expr $clk_period * $clk_io_pct] -clock clk0 $non_clock_inputs
set_output_delay [expr $clk_period * $clk_io_pct] -clock clk0 [all_outputs]
--- flow/design.v ---
module fsm_slave
  (
   input      rst_,
   input      clk,
   input      sda_in,
   input      scl_in,
   input      fsm_select_,
   output reg sda_out,
   output reg sda_select
   );
   localparam IDLE = 4'd0;
   localparam START = 4'd1;
   localparam READ_FIRST = 4'd2;
   localparam ADDRESS_COMPARATOR = 4'd3;
   localparam WRITE = 4'd4;
   localparam READ = 4'd5;
   localparam ACKNOWLEDGE = 4'd6;
   localparam ACK_READ = 4'd7;
   localparam ACK_CHECK = 4'd8;
   localparam STOP = 4'd9;
    localparam SLAVE_ADDRESS = 7'b1011010;  
   localparam WRITE_REG = 8'b00101010;
   reg [3:0]  current_state;
   reg [3:0]  next_state; 
   reg 	      sda_out_d;
   reg 	      sda_select_d;
   reg 	      sda_in_d;
   reg 	      select_start_d;
   reg 	      select_stop_d;
   reg 	      ack_d;
   reg [2:0]  bit_count_d;
   reg [7:0]  first_bits_d;
   reg [7:0]  byte_d;
   wire       start_bit;
   wire       stop_bit;
   reg 	      select_start_ff;
   reg 	      select_stop_ff;
   reg 	      ack_ff;
   reg [2:0]  bit_count_ff;
   reg [7:0]  first_bits_ff;
   reg [7:0]  byte_ff;
   reg 	      start_bit_d;
   reg 	      stop_bit_d;
   start_detector startbit
     (
      .scl(scl_in),
      .enable(select_start_ff),
      .sda(sda_in),
      .clk(clk),
      .start(start_bit)
      );
   stop_detector stopbit
     (
      .scl(scl_in),
      .enable(select_stop_ff),
      .sda(sda_in),
      .clk(clk),
      .stop(stop_bit)
      );
   always @ (*)
     begin
	case (current_state)  
	  IDLE :
	    if(fsm_select_)
	      begin
		 stop_bit_d = 1'd0;
                 start_bit_d = 1'd0;
		 select_start_d = 1'd1;
		 bit_count_d = 3'd0;
		 byte_d = 8'dz;
		 first_bits_d = 8'dz;
		 next_state = START;
	      end
	    else
	      begin
		 next_state = IDLE;
	      end
	  START :
	    if(start_bit_d)
	      begin
		 ack_d = 1'd0;
		 select_start_d = 1'd0;
		 sda_select_d = 1'd1;
		 next_state = READ_FIRST;
	      end
	    else
	      begin
		 next_state = START;
	      end
	  READ_FIRST :
	    if(bit_count_ff == 3'd7)
	      begin
		 first_bits_d[bit_count_ff] = sda_in;
		 ack_d = first_bits_d[bit_count_ff] || ack_ff;
		 bit_count_d = 1'd0;
		 sda_select_d = 1'd0;
		 next_state = ACKNOWLEDGE;
	      end
	    else
	      begin
		 start_bit_d = 1'd0;
		 first_bits_d[bit_count_ff] = sda_in;
		 bit_count_d = bit_count_ff + 1;
		 ack_d = first_bits_d[bit_count_ff] || ack_ff;
		 next_state = READ_FIRST;
	      end
	  ACKNOWLEDGE :
	    if (ack_ff == 1'd1)
	      begin
		 sda_out_d = 1'd0;
		 ack_d = 1'd0;
		 next_state = ADDRESS_COMPARATOR;
	      end
	    else
	      begin
		 sda_out_d = 1'd1;
		 sda_select_d = 1'd1;
		 next_state = IDLE;
	      end  
	  ADDRESS_COMPARATOR :
	    if(first_bits_ff[7:1] == SLAVE_ADDRESS)
	      begin
		 if(first_bits_ff[0])
		   begin
		      sda_select_d = 1'd1;
		      bit_count_d = 1'd0;
		      next_state = READ;
		   end
		 else
		   begin
		      sda_select_d = 1'd0;
		      bit_count_d = 1'd0;
		      next_state = WRITE;
		   end
	      end  
	    else
	      begin
		 sda_select_d = 1'd1;
		 bit_count_d = 1'd0;
		 next_state = IDLE;
	      end  
	  READ :
	    if (bit_count_ff == 3'd7)
	      begin
		 ack_d = byte_d[bit_count_ff] || ack_ff;
		 byte_d[bit_count_ff] = sda_in;
		 sda_select_d = 1'd0;
		 bit_count_d = 1'd0;
		 next_state = ACK_READ;
	      end
	    else
	      begin
		 byte_d[bit_count_ff] = sda_in;
		 bit_count_d = bit_count_ff + 1;
		 ack_d = byte_d[bit_count_ff] || ack_ff;
		 next_state = READ;
	      end  
	  ACK_READ :
	    if(ack_ff == 1'd1)
	      begin
		 sda_out_d = 1'd0;
		 select_stop_d = 1'd1;
		 next_state = STOP;
	      end
	    else
	      begin
		 sda_out_d = 1'd1;
		 sda_select_d = 1'd1;
		 ack_d = 1'd0;
		 next_state = IDLE;
	      end  
	  WRITE :
	    if (bit_count_ff == 3'd7)
	      begin
		 sda_out_d = WRITE_REG[bit_count_ff];
		 sda_select_d = 1'd1;
		 bit_count_d = 1'd0;
		 next_state = ACK_CHECK;
	      end
	    else
	      begin
		 sda_out_d = WRITE_REG[bit_count_ff];
		 bit_count_d = bit_count_ff + 1;
		 next_state = WRITE;
	      end  
	  ACK_CHECK :
	    if(sda_in_d)
	      begin
		 sda_select_d = 1'd0;
		 next_state = WRITE;
	      end
	    else
	      begin
		 select_stop_d = 1'd1;
		 next_state = STOP;
	      end
	  STOP :
	    if(stop_bit_d)
	      begin
		 select_stop_d = 1'd0;
		 next_state = IDLE;
	      end
	    else
	      begin
		 select_stop_d = 1'd0;
		 select_start_d = 1'd1;
		 next_state = START;
	      end
	endcase
     end  
   always @ (posedge scl_in)
     begin
	if(!rst_)
	  begin
	     bit_count_d <= 3'd0;
	     first_bits_d <= 8'bz;
	     byte_d <= 8'bz;
	     select_start_d <= 1'd0;
	     select_stop_d <= 1'd0;
	     ack_d <= 1'd0;
	     current_state <= IDLE;
	  end
	else
	  begin
	     bit_count_ff <= bit_count_d;
	     select_start_ff <= select_start_d;
	     select_stop_ff <= select_stop_d;
   	     first_bits_ff <= first_bits_d;
	     byte_ff <= byte_d;
	     ack_ff <= ack_d;
	     sda_out <= sda_out_d;
	     sda_select <= sda_select_d;
	     sda_in_d <= sda_in;
	     current_state <= next_state;
	  end
     end  
   always @ (posedge clk)
     begin
	if(start_bit)
	  start_bit_d <= 1'd1;
	if(stop_bit)
	  stop_bit_d <= 1'd1;
     end
endmodule
module start_detector
  (
   input  scl,
   input  enable,
   input  sda,
   input  clk,
   output start
   );
   reg 	  high_low_detect_out, high_low_detect_d, sda_ff;
   always @ (posedge clk)
     begin
	high_low_detect_out <= high_low_detect_d;
	sda_ff <= sda;
     end
   always @ (*)
     begin
	if(scl & enable)
	  begin
	     high_low_detect_d = (sda ^ sda_ff) & ~sda;
	  end
     end
   assign start = high_low_detect_out;
endmodule
module stop_detector
  (
   input  scl,
   input  enable,
   input  sda,
   input  clk,
   output stop
   );
   reg 	  low_high_detect_out, low_high_detect_d, sda_ff;
   always @ (posedge clk)
     begin
	low_high_detect_out <= low_high_detect_d;
	sda_ff <= sda;
     end
   always @ (*)
     begin
	if(scl & enable)
	  begin
	     low_high_detect_d = (sda ^ sda_ff) & sda;
	  end
     end
   assign stop = low_high_detect_out;
endmodule
==> out/metrics.cfg <==
[drt]
n_antenna_cell = 0
first_iter_violations = 45
drtAntennaViolNets = 0
viasPerCell = 3.34
detail_route.wl_per_cell_um = 7.90
wirelength_um = 743
via_count = 314
dr.pass1.iters = 4
drc = 0

[logic_synthesis]
ys_warn_count = 69
avgSynthCellArea_um2 = 10.9
ys_seq_elements = 13
netlist_instances = 41
ys_area_um2 = 445
ys_cells = 41
synthDistinctLibCells = 24
syn-cell-area_um2 = 445

[place]
place_inst = 90
dpl.hpwl_um = 583
io_buffers = 5
place_area_um2 = 541
gp_congestion = 0.739
dp_slack_ns = -0.113

[final_timing]
slew_headroom_pct = 75.0
final.setup.worst_slack_ns = 0.107
finalSetupViolCount = 0
unclocked_regs = 6
untimed_endpoints = 8
setup_tns_ns = 0
slew_viol_final = 0
finalHoldViolCount = 0
worst_pin_slew_ns = 0.374
rsz0062_at_grt = false

[cts]
post_cts_buffers = 0
path_clk_slew_ns = 0.05
h-tree-depth = 1
cts_buffers = 3
clock-root-buffer = clkbuf_4
clock_path_buffers = 2
cts_tree = built

[global_route]
antenna_found_initial = 0
grt_pass1_wl_um = 1150
grt_max_degree = 11
grt_pass1_vias = 264
track_usage_pct = 2.17
grt_overflow = 0

[min_path]
min_path_type = input port to flop
worstHoldStart = sda_in

[floorplan]
ios = 7
num_rows = 21
fp_util_pct = 13.0
die_y_um = 80
core-area_um2 = 3420
die_area_um2 = 6400
die_x_um = 80

[critical_path]
worst_ep_arrival_time_ns = 0.69
critPathLaunch = sda_out$_DFFE_PP_
max_stage_delay_ns = 0.35
critPathBufInv = 1
crit_path_max_fanout = 1
cp_slowest_cell = edfxtp_1
worstSetupPathType = flop to output port
startpoint_type = flop
path_cells = clkbuf_2
critPathTopFamily = flip-flops
worst-endpoint-required_ns = 0.80
endpoint_kind = output port

[layout]
seq_area_um2 = 260
drive_gt1_share_pct = 16.7
n_fill_cell = 375
finalNonFillerCells = 94
utilization_pct = 16.3
mi_logic_area_um2 = 161
area_delta_synth_final_pct = 25.0
final_area_um2 = 557

[job]
maxCapViolCount = 0
warning_count = 27

[pwr]
p_leak_nw = 0.201
ir_drop_mv = 0.208
power.density_nw_per_um2 = 1060

[outcome]
status = complete, no violations

[kinds of logic (layout without fill, tap and decap cells)]
kind of cell	count (synthesis)	in the layout	share of synthesized area (%)
AOI/OAI and AO/OA	8	8	15.2
xor gates and xnor gates	1	1	1.97
buffers and inverters	5	12	5.34
DFF	7	7	38.2
latches	6	6	20.2
and+or+nand+nor	14	14	19.1
[power breakdown]
part	internal [mW]	leakage, nW	total, mW	switching (mW)
clock	0.152	0.0150	0.244	0.0927
sequential	0.306	0.107	0.313	0.00738
combinational	0.0188	0.0786	0.0305	0.0117
total	0.476	0.201	0.588	0.112
[final timing paths]
path,end,slack [ns],cells past startpoint
max in group clk1,sda_in_d$_DFFE_PP_,0.14,1
worst max-delay path,sda_out,0.11,1
min in group clk0,sda_select,0.84,1
worst min-delay path,sda_in_d$_DFFE_PP_,0.54,1
[through the flow]
stage | total power [mW] | hold slack [ns]
after detailed placement | 0.351 | 0.807
final | 0.588 | 0.537
after global routing | 0.619 | 0.543
after global placement | 0.350 | 0.794
after CTS | 0.601 | 0.539
after floorplan | 0.327 | 0.299
[synth_stat cells]
cell	instances	share of area [%]
a32oi_1	1	2.0
o22a_1	1	2.0
buf_4	1	1.7
nor3_1	1	1.1
dlxtn_1	6	20
nor2_1	2	1.7
o2bb2ai_1	1	2.0
inv_1	3	2.5
dfxtp_1	4	18
and3b_1	1	2.0
buf_2	1	1.1
a221oi_2	1	3.4
xor2_1	1	2.0
nand2b_1	1	1.4
o21ai_0	1	1.1
a211oi_1	1	1.7
o21a_1	1	1.7
edfxtp_1	3	20
and2_1	4	5.6
nand3_1	2	2.2
nand2_1	1	0.84
nor2b_2	1	2.0
a31oi_1	1	1.4
nor3_2	1	2.2
[sequential cells by signal, summed over array words and instances, names as in the netlist]
register	count
current_state	4
next_state	4
sda_in_d	1
sda_out_d	1
sda_out	1
sda_select_d	1
sda_select	1
[per-layer routing]
layer  routed length (µm)  vias up  part of all wire, %  GRT usage, %
met5                    0        -                    0             0
met4                    0        0                    0         0.704
met3                   75        0                   10          1.25
met2                  282        7                   38          2.65
met1                  385      145                   52          3.07
li1                     -      162                    -             -
[layout by cell type, fill, tap and decap left out, types with 2 or more instances in the layout]
cell,count
dlxtn_1,6
and2_1,4
dfxtp_1,4
inv_1,3
clkbuf_4,3
clkdlybuf4s50_1,3
edfxtp_1,3
nor2_1,2
nand3_1,2
clkbuf_2,2
[layout make-up]
| class | instances | share of cell area, % |
|---|---|---|
| Sequential cell | 13 | 46.7 |
| Multi-Input combinational cell | 23 | 29.0 |
| Tap cell | 46 | 10.3 |
| Clock buffer | 4 | 4.72 |
| Inverter | 3 | 2.02 |
| Timing Repair Buffer | 5 | 7.19 |
[timing repair]
action,CTS,global route
resized,4,2
endpoints found under the setup margin,2,2
hold buffers,0,0
Power figures rest on the tool's default switching activity, not on a simulated workload.
