**design/flow/design.v**
```verilog
module register_pipo_param #
  (
   parameter reg_width = 16,	 
   parameter reset_value = 'b0	 
   )(
     input 			clk, 
     input 			rst_,  
     input [reg_width-1:0] 	reg_in, 
     input 			load, 
     input 			clear,  
     output reg [reg_width-1:0] reg_out
     );
   always @ (posedge clk, negedge rst_)
     if (!rst_)
       reg_out <= reset_value;
     else if (clear)
       reg_out <= reset_value;
     else if (load)
       reg_out <= reg_in;
endmodule 
```
**design/flow/run.sh**
```bash
#!/bin/bash
# OpenROAD 26Q1-2900-gdf79404cd8, Yosys 0.63+post, stock flow scripts
make -C /OpenROAD-flow-scripts/flow DESIGN_CONFIG=/design/flow/config.mk WORK_HOME=/design/flow/orfs finish
```
**design/flow/config.mk**
```make
export PLATFORM = sky130hd
export DESIGN_NAME = register_pipo_param
export DESIGN_NICKNAME = register_pipo_param
export VERILOG_FILES = /design/flow/design.v
export SDC_FILE = /design/flow/constraint.sdc
export NUM_CORES = 4
export LEC_CHECK = 1
export CORE_AREA = 10 10 75 75
export DIE_AREA = 0 0 85 85
```
**design/flow/constraint.sdc**
```tcl
current_design register_pipo_param

set clk_period 1.0
set clk_io_pct 0.2

create_clock -name clk0 -period $clk_period [get_ports {clk}]

set non_clock_inputs [all_inputs -no_clocks]
set_input_delay [expr $clk_period * $clk_io_pct] -clock clk0 $non_clock_inputs
set_output_delay [expr $clk_period * $clk_io_pct] -clock clk0 [all_outputs]
```
==> metrics.sh <==
DRTANTENNAVIOLNETS=0
YOSYS.STAT.SEQSHARE_PCT=60.6
CLOCK_INSERTION_DELAY_WORST_SKEW_PS=240
NUM_VIAS=505
PLACE.DETAILED.HPWL_UM=1530
COUNT_OF_PLACED_STANDARD_CELLS_IN_THE_FINAL_LAYOUT_FILLERS_LEFT_OUT=146
PATH_CELLS='buf_2'
DRT_PRE_ANTENNA_ITERS=3
SYNTH_LARGEST_TYPE_AREA_FRACTION_PCT=60.6
UNREPAIRED_SETUP_ENDPOINTS_AFTER_GLOBAL_ROUTING='no'
WORSTREG2REGEND='reg_out[1]'
FMAX_MHz=1050
CTS_HTREE_LEVELS=1
BUFFERING_STAGE_COUNT_ON_THE_WORST_PATH_WITH_INVERTERS_INCLUDED=1
TOP_LEVEL_PORTS=36
CP_TOP_FAMILY='flip-flops'
POST_SYNTH.CELL_AREA_AVG_SQ_UM=12.7
ROUTEDWLPERCELL_UM=12.9
STORAGE_ELEMENT_AREA_SQ_UM=400
DIE_H_UM=85
EDF_COUNT=0
DETAILEDROUTE.FIRSTITERATIONVIOLATIONS=26
REGMOSTFLOPS='reg_out'
NUMPORTBUFFERS=35
CORE_AREA_SQ_MM=0.00406
FILLERS=399
LARGEST_REGISTERS='reg_out (16)'
OVERFLOW=0
FINAL_MIN_PERIOD_OVER_CLOCK_PERIOD_PCT=95.4
FINALHOLDWORSTSLACK_PS=285
TOTALWIRELENGTH_UM=1880
STATIC-LEAKAGE-POWER_nW=0.577
SYNTH_TOP_CELLS_BY_COUNT='dfrtp_1 (16), mux2i_1 (16), nor2_1 (16)'
TIMING.FINAL.HOLD_VIOLATIONS=0
WORSTSETUPENDPOINTTYPE='output pin'
GRT.TOTAL_USAGE_PCT=5.22
POST-PLACE-CELLS=140
FINAL_DESIGN_AREA_NO_FILL_SQ_MM=0.00110
POSTCTSHOLDBUFS=0
REQUIRED_PS=800
DIE_AREA_SQ_MM=0.00723
DIE_WIDTH_UM=85
GRT_MAX_DEGREE=17
SYNTH.TOP_CELLS.BY_AREA='dfrtp_1 (61%), mux2i_1 (24%), nor2_1 (9.1%), buf_12 (3.0%), buf_6 (1.7%)'
SYNTHESIS.INSTANCES=52
CRITICAL_PATH.REG2REG.STARTPOINT='reg_out[1]'
ANTENNA_FOUND_INITIAL=0
GP_CONGESTION=0.716
VIASPERCELL=3.46
MAX_SLEW_MARGIN_PCT=89.7
DRC=0
FIN_CRIT_PS=954
MAX_CAP_VIOL_COUNT=0
SYNTH_UNIQUE_CELLS=7
INITCOREUTIL_PCT=16.3
FINALSETUPVIOLATIONS=0
WORST_SETUP_HOLD_PATH_CLK_SLEW_PS=60
HOLD_PATH_CLASS='input port to asynchronous set/reset pin'
WORSTPATHARRIVAL_PS=750
WORSTSETUPPATHTYPE='flop to output pin'
SYNTH.YOSYS.NUM_CELLS=52
POWER.DENSITY_CELL_AREA_mW_PER_MM2=1360
AREA_FIGURE_IN_THE_YOSYS_STAT_OUTPUT_SQ_UM=661
SYNTH-SEQ-CELLS=16
CRITPATHLAUNCHTYPE='flop'
YS.FLOP_TYPE='dfrtp_1'
SYNTH-ASYNC-RESET-RATIO_PCT=100
CRITPATHMAXSTAGEDELAY_PS=390
ANTENNA-DIODE-COUNT=0
WORST_CLOCK_SKEW_PS=0
AREA_GROWTH_PCT=66.5
R2R_SLACK_PS=220
NUMBER_OF_OPENROAD_WARNINGS=26
WORSTMARGINPINSLEW_PS=150
FINAL-COMB-AREA_SQ_UM=224
SETUP_TNS_PS=0
SYN_AREA_SQ_UM=661
CRITPATHSLOWESTCELL='dfrtp_1'
CLK_ROOT_BUFFER_CELL='clkbuf_8'
RR_WORST_DEPTH=3
GRT_PASS1_VIAS=578
FIRST_PASS_GRT_WIRE_LENGTH_UM=3140
CTS_BUFFERS=3
CTS_SINKS=16
CRITICAL_PATH_PEAK_FANOUT=2
LAYOUT-DRIVE-GT1-SHARE_PCT=31.3
CLK_PATH_BUF_DEPTH=2
YOSYSWARNINGS=1
OUTCOME='finished clean'
DPL_CELL_AREA_SQ_MM=0.00110
LARGEST_REGISTER_FFS=16
DRV_SLEW=0
SYNTH_AREA_LEADER_CELL='dfrtp_1'
POWER.IR.VDD_WORST_mV=0.430
FP-ROW-COUNT=23
CTS_TREE='done'
## layout by cell type (no fill, tap or decap), drive strengths merged
cell and n:
nor2 16, clkdlybuf4s50 18, dlymetal6s2s 1, clkbuf 4, dfrtp 16, mux2i 16
buf 25
## worst max path at each step
stage / startpoint / endpoint / slack, ps / cells past startpoint
after CTS: load / reg_out[0] / -20 / 4
after global routing: reg_out[6] / reg_out[6] / 9 / 1
final: reg_out[7] / reg_out[7] / 50 / 1
## cell type report
cell class,instances,share of cell area [%]
repair buffers,44,32.5
multi-input cells,32,20.4
well taps,50,5.69
flip-flops and latches,16,36.4
clock buffers,4,5.01
## logic make-up (layout without fill, tap and decap cells)
kind of cell	Yosys count	after routing	share of synthesized area, %
muxes	16	16	24.2
buffers and inverters	4	48	6.06
and+or+nand+nor	16	16	9.09
DFF	16	16	60.6
## power by group
part           leakage, nW  switching, W  total (W)  internal (W)
clock network       0.0288      0.000205   0.000553      0.000348
registers            0.212     0.0000179   0.000702      0.000684
logic                0.336     0.0000841   0.000239      0.000155
## repair_timing
item                                    in CTS  in global routing
endpoints found under the hold margin        0                  0
cloned                                       0                  1
setup buffers                                1                  0
resized                                     48                  4
endpoints found under the setup margin      26                 16
## metal layers
metal	up-vias	track usage, %	share of wire [%]
met3	2	1.35	4.0
met4	0	0.599	0.32
met1	236	6.56	41
met2	10	8.99	54
li1	257	-	-
met5	-	0	0
## metrics by stage
step | util, % | worst slack [ps] | total power [W]
finish | 27.1 | 45.6 | 0.00149
global route | 27.1 | 8.67 | 0.00159
CTS | 26.6 | -15.6 | 0.00152
detailed placement | 27.1 | -280 | 0.000984
global placement | 27.1 | -252 | 0.000980
floorplan | - | 212 | 0.000790
Power and IR drop assume default switching activity.
